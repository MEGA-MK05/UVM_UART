### design/flow/config.mk
export PLATFORM = sky130hd
export DESIGN_NAME = uart
export DESIGN_NICKNAME = uart
export VERILOG_FILES = /design/flow/design.v
export SDC_FILE = /design/flow/constraint.sdc
export NUM_CORES = 4
export LEC_CHECK = 1
export CORE_UTILIZATION = 30
### design/flow/constraint.sdc
current_design uart

set clk_period 4.0
set clk_io_pct 0.2

create_clock -name clk0 -period $clk_period [get_ports {clk}]

set non_clock_inputs [all_inputs -no_clocks]
set_input_delay [expr $clk_period * $clk_io_pct] -clock clk0 $non_clock_inputs
set_output_delay [expr $clk_period * $clk_io_pct] -clock clk0 [all_outputs]
### design/flow/design.v
`timescale 1ns / 1ps
module uart (
    input logic       clk,
    input logic       reset,
    input logic       start,
    input logic [7:0] tx_data,
    input logic       rx,
    output logic tx_busy,
    output logic tx_done,
    output logic rx_done,
    output logic [7:0] rx_data,
    output logic tx
);
    logic br_tick;
    baudrate_gen U_BAUD_GEN (
        .clk    (clk),
        .reset  (reset),
        .br_tick(br_tick)
    );
    transmitter U_Transmitter (
        .clk    (clk),
        .reset  (reset),
        .br_tick(br_tick),
        .start  (start),
        .tx_data(tx_data),
        .tx_busy(tx_busy),
        .tx_done(tx_done),
        .tx     (tx)
    );
    receiver U_Reciever (
        .clk    (clk),
        .rst    (reset),
        .tick   (br_tick),
        .rx     (rx),
        .rx_done(rx_done),
        .rx_data(rx_data)
    );
endmodule
module baudrate_gen (
    input  logic clk,
    input  logic reset,
    output logic br_tick
);
    logic [$clog2(100_000_000/9600/16)-1:0] br_counter;
  localparam int div = 100;
    always_ff @(posedge clk, posedge reset) begin
        if (reset) begin
            br_counter <= 0;
            br_tick <= 0;
        end else begin
          if (br_counter == div-1) begin
                br_counter <= 0;
                br_tick <= 1;
            end else begin
                br_counter <= br_counter + 1;
                br_tick <= 0;
            end
        end
    end
endmodule
module receiver (
    input clk,
    input rst,
    input tick,
    input rx,
    output rx_done,
    output [7:0] rx_data
);
    typedef enum {
        IDLE,
        START,
        DATA,
        STOP
    } rx_state_e;
    rx_state_e rx_state, rx_next_state;
    logic rx_done_reg, rx_done_next;
    logic [3:0] bit_count_reg, bit_count_next;
    logic [4:0] tick_count_reg, tick_count_next;
    logic [7:0] rx_data_reg, rx_data_next;
    assign rx_done = rx_done_reg;
    assign rx_data = rx_data_reg;
    always_ff @(posedge clk, posedge rst) begin
        if (rst) begin
            rx_state       <= IDLE;
            rx_done_reg    <= 0;
            rx_data_reg    <= 0;
            bit_count_reg  <= 0;
            tick_count_reg <= 0;
        end else begin
            rx_state       <= rx_next_state;
            rx_done_reg    <= rx_done_next;
            rx_data_reg    <= rx_data_next;
            bit_count_reg  <= bit_count_next;
            tick_count_reg <= tick_count_next;
        end
    end
    always_comb begin
        rx_next_state = rx_state;
        tick_count_next = tick_count_reg;
        bit_count_next = bit_count_reg;
        rx_done_next = rx_done_reg;
        rx_data_next = rx_data_reg;
        case (rx_state)
            IDLE: begin
                tick_count_next = 0;
                bit_count_next = 0;
                rx_done_next = 1'b0;
                if (rx == 1'b0) begin
                    rx_next_state = START;
                end
            end
            START: begin
                if (tick == 1'b1) begin
                    if (tick_count_reg == 7) begin
                        rx_next_state   = DATA;
                        tick_count_next = 0;
                    end else begin
                        tick_count_next = tick_count_reg + 1;
                        rx_next_state   = START;
                    end
                end
            end
            DATA: begin
                if (tick == 1'b1) begin
                    if (tick_count_reg == 15) begin
                        rx_data_next = {rx, rx_data_reg[7:1]};
                        if (bit_count_reg == 7) begin
                            rx_next_state   = STOP;
                            tick_count_next = 0;
                        end else begin
                            rx_next_state   = DATA;
                            bit_count_next  = bit_count_reg + 1;
                            tick_count_next = 0;
                        end
                    end else begin
                        tick_count_next = tick_count_reg + 1;
                    end
                end
            end
            STOP: begin
                if (tick == 1'b1) begin
                    if (tick_count_reg == 23) begin   
                        rx_done_next  = 1'b1;
                        rx_next_state = IDLE;
                    end else begin
                        tick_count_next = tick_count_reg + 1;
                    end
                end
            end
        endcase
    end
endmodule
module transmitter (
    input  logic       clk,
    input  logic       reset,
    input  logic       br_tick,
    input  logic [7:0] tx_data,
    input  logic       start,
    output logic       tx_busy,
    output logic       tx_done,
    output logic       tx
);
    typedef enum {
        IDLE,
        START,
        DATA,
        STOP
    } tx_state_e;
    tx_state_e tx_state, tx_next_state;
    logic [7:0] temp_data_reg, temp_data_next;
    logic [3:0] tick_cnt_reg, tick_cnt_next;
    logic [2:0] bit_cnt_reg, bit_cnt_next;
    logic tx_reg, tx_next, tx_busy_next, tx_busy_reg, tx_done_reg, tx_done_next;
    assign tx = tx_reg;
    assign tx_busy = tx_busy_reg;
    assign tx_done = tx_done_reg;
    always_ff @(posedge clk, posedge reset) begin
        if (reset) begin
            tx_state      <= IDLE;
            temp_data_reg <= 0;
            tx_reg        <= 1;
            tick_cnt_reg  <= 0;
            bit_cnt_reg   <= 0;
            tx_done_reg   <= 0;
            tx_busy_reg   <= 0;
        end else begin
            tx_state      <= tx_next_state;
            temp_data_reg <= temp_data_next;
            tx_reg        <= tx_next;
            tick_cnt_reg  <= tick_cnt_next;
            bit_cnt_reg   <= bit_cnt_next;
            tx_done_reg   <= tx_done_next;
            tx_busy_reg   <= tx_busy_next;
        end
    end
    always_comb begin
        tx_next_state  = tx_state;
        temp_data_next = temp_data_reg;
        tx_next        = tx_reg;
        tick_cnt_next  = tick_cnt_reg;
        bit_cnt_next   = bit_cnt_reg;
        tx_done_next   = tx_done_reg;
        tx_busy_next   = tx_busy_reg;
        case (tx_state)
            IDLE: begin
                tx_next = 1;
                tx_done_next = 0;
                tx_busy_next = 0;
                if (start) begin
                    tx_next_state  = START;
                    temp_data_next = tx_data;
                    tick_cnt_next  = 0;
                    bit_cnt_next   = 0;
                    tx_busy_next   = 1;
                end
            end
            START: begin
                tx_next = 0;
                if (br_tick) begin
                    if (tick_cnt_reg == 15) begin
                        tx_next_state = DATA;
                        tick_cnt_next = 0;
                    end else begin
                        tick_cnt_next = tick_cnt_reg + 1;
                    end
                end
            end
            DATA: begin
                tx_next = temp_data_reg[0];
                if (br_tick) begin
                    if (tick_cnt_reg == 15) begin
                        tick_cnt_next = 0;
                        if (bit_cnt_reg == 7) begin
                            tx_next_state = STOP;
                            bit_cnt_next  = 0;
                        end else begin
                            temp_data_next = {1'b0, temp_data_reg[7:1]};
                            bit_cnt_next   = bit_cnt_reg + 1;
                        end
                    end else begin
                        tick_cnt_next = tick_cnt_reg + 1;
                    end
                end
            end
            STOP: begin
                tx_next = 1;
                if (br_tick) begin
                    if (tick_cnt_reg == 15) begin
                        tx_next_state = IDLE;
                        tx_done_next  = 1;
                        tx_busy_next  = 0;
                        tick_cnt_next = 0;
                    end else begin
                        tick_cnt_next = tick_cnt_reg + 1;
                    end
                end
            end
        endcase
    end
endmodule
### design/flow/run.sh
#!/bin/bash
# OpenROAD 26Q1-2900-gdf79404cd8, Yosys 0.63+post, stock flow scripts
make -C /OpenROAD-flow-scripts/flow DESIGN_CONFIG=/design/flow/config.mk WORK_HOME=/design/flow/orfs finish
==> results.cfg <==
; synthesis and place-and-route metrics
[grt]
grt_pass1_vias = 1840
grt_pass1_wl_um = 8328
grt_overflow = 0
grtUsageTotal_pct = 10.37
antenna_found_initial = 0
grt_max_degree = 35

[clocking]
cts-htree-levels = 2
cts_max_path_buffers = 2
insertion_delay_ns = 0.30
hold_buffers = 0
cts_sinks = 55
cts_buffers = 5
post-cts-setup-buffer-count = 0
cts_tree = built
clockRootBuffer = clkbuf_8
clkTransAtPathRegs_ns = 0.09
cts_resized = 0

[final_timing]
rsz0062_at_grt = no
max_freq_mhz = 429.7
setup_viol = 0
fin_tns_setup_ns = 0
final_hold_viol_count = 0
fin_crit_ns = 2.327
skew_ns = 0.007779
tightestPinTransition_ns = 0.6948
maxSlewHeadroom_pct = 53.61
maxSlewViolCount = 0
fin_crit_sh_pct = 58.18

[yosys]
synth_area_um2 = 2800
yosys_area_um2 = 2800
ys_ff = 55
synth.distinct_cells = 46
yosys_most_used_dff = dfrtp_1
synth-edff-count = 0
top_cell = dfrtp_1
synth_cells = 255
synthArstFlopShare_pct = 100.0
syn-mean-instance-area_um2 = 10.98
yosysTopAreaCell = dfrtp_1
yosys_cells = 255
yosysWarnings = 3
synthTopCellsByArea = dfrtp_1, mux2_2, ha_1
yosys.stat.seqShare_pct = 49.29
top_cells_by_count = dfrtp_1, nand2_1, nand3_1, o21ai_0, mux2_2
yosysTopAreaCellShare_pct = 46.47

[detailed_routing]
drcViolationCount = 0
routed_via_density = 4.822
wl_um = 4719
wire_per_inst_um = 12.16
first_pass_iters = 4
drt-initial-drc-count = 68
ant_nets = 0
via_count = 1871
n_antenna_cell = 0

[hold_path]
hold_class = reg2reg
hold_depth = 1
min_to = U_BAUD_GEN.br_counter[9]$_DFF_PP0_
min-delay-start = U_BAUD_GEN.br_counter[9]$_DFF_PP0_

[floorplanning]
die_height_um = 98.61
top_level_ports = 24
die-area_um2 = 9724
core-area_um2 = 8891
core_util_floorplan_pct = 31.49
die_w_um = 98.61
rows = 34

[cells_and_area]
final_layout_size_suffix_gt1_share_pct = 15.71
fillerInstances = 824
logic_area_um2 = 1323
largest_reg_flops = 10
area_growth_pct = 14.70
flop_area_um2 = 1380
utilization_pct = 36.12

[critical_path]
timing.critical_path.cells = clkdlybuf4s50_1 -> nand2b_1 -> o21ai_2 -> nand2b_1 -> mux2_4
crit_path_start_kind = input port
cp_slowest_cell = clkdlybuf4s50_1
critical_path_buf_inv_count = 1
cp.arrival_ns = 2.52
rrSetupSlack_ns = 2.02
path_delay_family = simple AND/OR/NAND/NOR gates
worstPathRequired_ns = 4.19
cp_max_fo = 8
cpMostUsedCell = nand2b_1
max_stage_delay_ns = 0.49
worst-setup-path-type = in2reg
critPathCaptureType = register
r2r-end = U_Transmitter.temp_data_reg[6]$_DFFE_PP0P_
worstReg2RegStart = U_BAUD_GEN.br_tick$_DFF_PP0_
rr_worst_depth = 4

[outcome]
status = finished, final reports clean

[job]
maxCapViolations = 0
warning_count = 28

[power]
leakagePower_nw = 1.427
ir_drop_uv = 150.0
p_per_area_nw_per_um2 = 294.9

[place]
gp_congestion = 0.7597
dp_hpwl_um = 3230
io_buffers = 23
[per-layer routing]
metal | global-route usage, % | vias up | part of all wire, %
li1 | - | 955 | -
met1 | 16.56 | 902 | 52
met2 | 15.98 | 8 | 45
met3 | 1.154 | 6 | 1.3
met4 | 1.722 | 0 | 1.8
met5 | 0 | - | 0
[cell type report]
type | instances | share of cell area (%)
Clock buffer | 7 | 2.688
Sequential cell | 55 | 42.97
Tap cell | 108 | 4.207
Inverter | 11 | 1.286
Multi-Input combinational cell | 182 | 41.18
Clock inverter | 1 | 0.2727
Timing Repair Buffer | 24 | 7.402
[where the power goes]
part           switching [W]   total, W  internal [W]
clock               0.000176   0.000318      0.000142
combinational      0.0000199  0.0000508     0.0000309
sequential        0.00000835   0.000578      0.000570
[logic make-up after synthesis]
family	count (synthesis)	synth area share [%]
AND-OR/OR-AND	49	11.71
adder cells (fa/ha/maj)	10	4.468
buffers and inverters	18	3.485
flip-flops	55	49.29
multiplexers	27	11.62
XOR/XNOR	8	2.502
AND/OR/NAND/NOR	88	16.93
[worst max-delay path by stage]
stage / from / end / slack (ns) / cells after the start
6_report: start / U_Transmitter.temp_data_reg[6]$_DFFE_PP0P_ / 1.67 / 5
5_1_grt: start / U_Transmitter.temp_data_reg[4]$_DFFE_PP0P_ / 1.61 / 5
4_1_cts: start / U_Transmitter.temp_data_reg[6]$_DFFE_PP0P_ / 1.67 / 5
[cells in the final DEF, fill, tap and decap left out, types with 3 or more instances in the layout]
cell	instances
a21oi_1	7
a22o_1	3
and3_1	7
clkbuf_8	6
clkdlybuf4s50_1	23
dfrtp_1	52
dfstp_2	3
ha_1	10
inv_1	10
mux2_2	16
mux2_4	7
mux2i_1	4
nand2_1	23
nand2b_1	5
nand3_1	20
nor2_1	14
nor3_1	3
o21ai_0	19
o21ai_2	3
xnor2_1	5
xor2_1	3
[per-stage QoR]
step                setup slack, ns  hold slack [ns]  std cells  cell area [um^2]  total power, W
floorplan                     1.862           0.4426        255              2800       0.0006178
global placement              1.357           0.4605        380              3117       0.0006401
detailed placement            1.347           0.4657        380              3117       0.0006409
CTS                           1.674           0.4855        388              3212       0.0009693
global route                  1.612           0.5120        388              3212       0.0009969
finish                        1.673           0.4821        388              3212       0.0009471
No activity file was given, so power comes from the tool's default toggle rates.
